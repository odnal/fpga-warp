===== design/flow/config.mk =====
export PLATFORM = sky130hd
export DESIGN_NAME = top
export DESIGN_NICKNAME = top
export VERILOG_FILES = /design/flow/design.v
export SDC_FILE = /design/flow/constraint.sdc
export NUM_CORES = 4
export LEC_CHECK = 1
export CORE_AREA = 10 10 101 101
export DIE_AREA = 0 0 111 111

===== design/flow/constraint.sdc =====
current_design top

set clk_period 4.7
set clk_io_pct 0.2

create_clock -name clk0 -period $clk_period [get_ports {clk}]

set non_clock_inputs [all_inputs -no_clocks]
set_input_delay [expr $clk_period * $clk_io_pct] -clock clk0 $non_clock_inputs
set_output_delay [expr $clk_period * $clk_io_pct] -clock clk0 [all_outputs]

===== design/flow/design.v =====
module top (
	input  clk,
	output LED1,
	output LED2,
	output LED3,
	output LED4,
	output LED5
);
	localparam BITS = 5;
	localparam LOG2DELAY = 23;
	reg [BITS+LOG2DELAY-1:0] counter = 0;
	reg [BITS-1:0] outcnt;
	always @(posedge clk) begin
		counter <= counter + 1;
		outcnt <= counter >> LOG2DELAY;
	end
	assign {LED1, LED2, LED3, LED4, LED5} = outcnt ^ (outcnt >> 1);
endmodule

===== design/flow/run.sh =====
#!/bin/bash
# OpenROAD 26Q1-2900-gdf79404cd8, Yosys 0.63+post, stock flow scripts
make -C /OpenROAD-flow-scripts/flow DESIGN_CONFIG=/design/flow/config.mk WORK_HOME=/design/flow/orfs finish

==> impl_metrics.yaml <==
# generated from flow reports
yosys:
  syn-instance-count: 108
  yosys_area_sq_um: 1230
  ys_seq_share_pct: 53.7
  ys_cells: 108
  yosysWarningCount: 1
  synth_cell_types: 14
  topCellsByArea: "dfxtp_1 (54%), xnor2_1 (13%), xor2_1 (8.5%)"
  postSynthAreaPerCell_sq_um: 11.4
  synth_top_cell_by_area: "dfxtp_1"
  top_area_share_pct: 53.7
  synth_flop_count: 33
  netlist_area_sq_um: 1230
final_timing:
  hold_viol_final: 0
  finClkSkew_ns: 0.00560
  rsz0062_at_grt: "no"
  finalSetupTns_ns: 0
  fmax_mhz: 459
  drv_slew: 0
  fin_crit_ns: 2.18
  setup-violations-final: 0
  worst_slack_ns: 2.52
  relSlewSlack_pct: 69.2
  fin_crit_sh_pct: 46.4
  tightestPinTransition_ns: 0.458
  fin_hold_ws_ns: 0.370
route:
  wl_met2_microns: 619
  detail-route-antenna-nets: 0
  dr_wl_met3_microns: 120
  highest_layer: "met4"
  viasPerCell: 3.30
  route.detailed.drc: 0
  antennaDiodeCount: 0
  firstDrtPassIters: 2
  wl_per_cell_microns: 7.32
  vias: 742
  met1_length_microns: 879
  drtIter0Drc: 29
  routed_wl_microns: 1650
placed_design:
  dpl_cell_area_sq_um: 1410
  io_buffers: 5
  hpwl_microns: 1160
  preCtsSetupSlack_ns: 2.79
  gp_congestion: 0.714
critical_path:
  worstSetupStartpointType: "flop"
  r2r_end: "counter[27]"
  crit_path_end_kind: "output pin"
  reg2reg_from: "counter[2]"
  cp_data_required_time_ns: 3.76
  reg2reg_depth: 4
  cp.arrival_ns: 1.24
  critical_path_class: "reg -> out"
  crit_start: "outcnt[1]"
  reg2reg_slack_ns: 3.10
  critPathMaxFanout: 2
clock_network:
  cts_max_level: 2
  cts-resized-gates: 0
  clk_root_buffer_cell: "clkbuf_8"
  clkTransAtPathRegs_ns: 0.06
  holdBufCountCts: 0
  cts_setup_buffers: 0
  cts_buffers: 5
  cts.sinks: 33
  cts_tree: "built"
  clk_latency_ns: 0.28
  clock_path_buffers: 2
global_routing:
  grt_max_degree: 10
  antenna_found_initial: 0
  grt_use_total_pct: 2.70
  grt_pass1_vias: 690
  grt-ovfl-total: 0
  grt_pass1_wl_microns: 2960
layout:
  fin_util_pct: 18.4
  stdcell_area_sq_um: 1500
  drive_above_1_share_pct: 9.17
  n_fill_cell: 869
  regArea_sq_um: 661
  syn_to_final_growth_pct: 21.8
  logic_area_sq_um: 566
hold_path:
  hp-start: "counter[27]"
  hold_path_end: "outcnt[4]"
  hold_depth: 0
  hold_path_class: "reg -> reg"
floorplanning:
  fp_util_pct: 15.1
  die_y_microns: 111
  die_w_microns: 111
  rows: 33
  chipArea_sq_um: 12300
  coreArea_sq_um: 8130
  ios: 6
power_and_ir_drop:
  powerDensity_nw_per_um2: 324
  ir_drop_mv: 0.100
  leakagePower_nw: 0.573
run_status:
  status: "finished, final reports clean"
job:
  warnings: 25
  drv_cap: 0
[logic make-up after synthesis]
logic type / Yosys count / share of synthesized area, %
flip-flops: 33 / 53.7
adder cells (fa/ha/maj): 1 / 1.02
buffers and inverters: 1 / 0.305
AND/OR/NAND/NOR: 43 / 23.6
XOR/XNOR: 30 / 21.4
[worst max path at each step]
stage                 cells past startpoint   end
after CTS                                 2  LED4
after global routing                      2  LED5
final                                     2  LED4
[cell usage in the layout (no fill, tap or decap), drive strengths merged]
| cell type | instances |
|---|---|
| and4 | 1 |
| nor2 | 5 |
| nor4 | 2 |
| xnor2 | 18 |
| and3 | 8 |
| nand4 | 9 |
| clkdlybuf4s50 | 5 |
| dfxtp | 33 |
| inv | 1 |
| ha | 1 |
| nand3 | 8 |
| nand2 | 8 |
| clkbuf | 7 |
| xor2 | 12 |
| and2 | 2 |
[worst max-delay path, stage by stage (launching register included)]
cell	delay (ns)
dfxtp_1	0.35
xor2_1	0.15
clkdlybuf4s50_1	0.47
[Yosys cell counts]
master   number
dfxtp_1      33
xnor2_1      18
xor2_1       12
and3_1        8
nand2_1       8
nand3_1       8
nand4_1       7
nor2_1        5
and2_1        2
nand4_4       2
nor4_4        2
and4_2        1
ha_1          1
inv_1         1
[metal layers]
| layer | up-vias | GRT usage [%] |
|---|---|---|
| met5 | - | 0 |
| li1 | 389 | - |
| met1 | 337 | 3.82 |
| met2 | 11 | 3.54 |
| met4 | 0 | 0.434 |
| met3 | 5 | 1.48 |
[power breakdown]
| group | switching (mW) | internal (mW) |
|---|---|---|
| Clock | 0.0896 | 0.116 |
| Combinational | 0 | 0 |
| Sequential | 0 | 0.280 |
[metrics by stage]
stage / instances / power (mW)
final: 225 / 0.485
after global placement: 218 / 0.286
after CTS: 225 / 0.492
after global routing: 225 / 0.501
after floorplan: 108 / 0.286
after detailed placement: 218 / 0.286
[area by class of cell]
class | count | share of cell area, %
clock buffer | 7 | 5.76
tap | 105 | 8.77
inverter | 1 | 0.251
multi-input combinational | 74 | 37.8
timing repair buffer | 5 | 3.34
sequential | 33 | 44.1
[registers in the layout, indices dropped and copies added (netlist names)]
signal,count
counter,28
outcnt,5
Power and IR drop assume default switching activity.
