===== /design/flow/config.mk =====
export PLATFORM = sky130hd
export DESIGN_NAME = tff
export DESIGN_NICKNAME = tff
export VERILOG_FILES = /design/flow/design.v
export SDC_FILE = /design/flow/constraint.sdc
export NUM_CORES = 4
export LEC_CHECK = 1
export CORE_AREA = 10 10 110 110
export DIE_AREA = 0 0 120 120

===== /design/flow/constraint.sdc =====
current_design tff

set clk_period 3.2
set clk_io_pct 0.2

create_clock -name clk0 -period $clk_period [get_ports {clk}]

set non_clock_inputs [all_inputs -no_clocks]
set_input_delay [expr $clk_period * $clk_io_pct] -clock clk0 $non_clock_inputs
set_output_delay [expr $clk_period * $clk_io_pct] -clock clk0 [all_outputs]

===== /design/flow/design.v =====
module tff(input d, rst, clk, output LED5);
  reg q;
  wire Q; 
  wire clk_out;
  clk_div u1 (clk, clk_out);
  defparam u1.DIVISOR = 25'd2000000;  
  always @(posedge clk_out or posedge rst) begin
    if (rst)
      q <= 1'b0;
    else 
      if (d) 
        q <= ~q;
      else 
        q <= q;
  end
  dff u2 (clk_out, q, Q);  
  assign LED5 = Q;
endmodule
module dff (input clk, d, output reg q);
  always @(posedge clk)
    q <= d;
endmodule
module clk_div ( 
    input clk, 
    output reg clk_out
  );
  reg [24:0] counter = 25'd0;
  parameter DIVISOR = 25'd12000000;  
  always @(posedge clk) begin
    counter <= counter + 1;
    if (counter >= (DIVISOR-1))
      counter <= 25'd0;
    clk_out <= (counter < DIVISOR/2) ? 1'b1 : 1'b0;  
  end
endmodule

===== /design/flow/run.sh =====
#!/bin/bash
# OpenROAD 26Q1-2900-gdf79404cd8, Yosys 0.63+post, stock flow scripts
make -C /OpenROAD-flow-scripts/flow DESIGN_CONFIG=/design/flow/config.mk WORK_HOME=/design/flow/orfs finish

==> run notes <==
Notes from the flow run.

Outcome:
- The flow ran to the end, and the final reports show no timing, DRC or antenna violations.

Clocking:
- The run gives the total clock buffers created by CTS as 3.
- The run gives the worst-case clock buffer depth as 2.
- For the worst-skew pair, the clock arrives at the later sink with an insertion delay of 0.27 ns.
- The tree is rooted in a sky130_fd_sc_hd__clkbuf_8.
- The run puts the number of buffers added for setup after CTS at 0.
- The run puts the quantity of gates resized following cts at 0.
- The run puts the number of buffers inserted by hold repair at cts at 0.
- The run gives the register clock-pin slew on the reported worst setup and hold paths as 0.09 ns.
- TritonCTS built the clock tree.
- The run gives the H-tree depth reported by CTS as 1.

Synthesis:
- The gate-level netlist out of Yosys references 27 unique cell types.
- The run puts the summed standard-cell area reported by yosys at 1206 sq um.
- Summing the areas of all fa, ha and maj instances in the mapped netlist gives 1.037% of the synthesized area.
- Sorting the synthesized cells by area gives the leading types as sky130_fd_sc_hd__dfxtp_1 45%, sky130_fd_sc_hd__xnor2_1 8.0%, sky130_fd_sc_hd__nor2_1 6.2%.
- The run puts the sequential share of the synthesized area at 46.89%.
- The run gives the warning count from the yosys run as 3.
- The run gives the number of instances in the synthesized netlist as 137.
- The run gives the number of flip-flops and latches in the synthesized netlist as 28.
- A synthesized cell averages 8.804 sq um.
- The run gives the number of enable-type register cells in the synthesized netlist as 0.
- The run gives the portion of netlist area occupied by mux cells as 0%.
- The run gives the compound-gate portion of the synthesized area as under 10%.
- The run puts the post-synthesis xor/xnor area fraction at 10.17%.
- The run gives the fraction of synthesized cell area taken by the top area cell type as 44.81%.
- Per the synthesis report, the simple-gate share of the synthesized area is 28.32%.
- Summing every instance area after synthesis gives 1206 sq um.
- The run gives the most common flop cell mapped by yosys as sky130_fd_sc_hd__dfxtp_1.
- The synthesis run identifies the leading combinational cell family as simple AND/OR/NAND/NOR gates.
- The synth_stat.txt file lists the number of cells as 137.
- The synthesis report gives the async set-or-reset register share as 3.571%.
- Sorting the Yosys area breakdown by cell type puts at the top sky130_fd_sc_hd__dfxtp_1.

Worst setup path:
- The timing report gives the biggest stage delay along the critical path as 0.49 ns.
- Together, buffers and inverters on the worst path number 0.
- The run gives the top cell family by delay on the critical path as simple AND/OR/NAND/NOR gates.
- The run puts the critical path data required time at 3.40 ns.
- STA classifies the critical path endpoint as a flip-flop.
- The run gives the slowest cell on the critical path as sky130_fd_sc_hd__or4_1.
- The run gives the critical path data arrival time as around 2.2 ns.
- The run puts the highest fanout seen on the critical path at 7.
- The report lists the cells along the critical path as ha_1, nand3_2, or3_1, or4_1, a21oi_1.
- The run gives the kind of critical path as reg2reg.
- The worst setup path is launched from a flip-flop.

Worst hold path:
- The run gives the kind of path behind the tightest hold check as reg2reg.

Die:
- The run puts the number of cell rows at 36.
- The run puts the core box area at 9774 sq um.
- The share of the core area taken by cells at floorplan is 12.34%.
- The run gives the height of the die as 120 microns.
- The die is about 120 microns wide.
- The run gives the top-level I/O count as 4.
- The run puts the die footprint at 14400 sq um.

Final timing:
- Setup repair after global routing left no endpoint under its margin.
- The run gives the clock skew as 0.001402 ns.
- The run gives the share of the cycle needed by the critical path after routing as between 60 and 70%.
- Looking at the max-slew report, the worst-margin pin has a slew of 0.6173 ns.
- The run gives the count of endpoints without a timing constraint as 3.
- Headroom to the max-slew limit came out at 58.85%.
- The run gives the number of failing hold endpoints at the final stage as 0.
- The run puts the total negative slack for setup checks at 0 ns.
- The final timing report lists a max-slew violation count of 0.
- The run gives the worst hold-check slack as around 0.47 ns.
- The run gives the count of unclocked register or latch pins as 2.
- The run gives the fmax as 0.5111 GHz.
- The run puts the worst setup margin at 1.244 ns.
- The run puts the setup-violating endpoint count in the final report at 0.
- Counting I/O delays and the setup requirement, the final critical path takes 1.956 ns.

Cells and area:
- The layout stage reports a final design area of 1454 sq um.
- The run puts the multi-input gate area in the final layout at 610.6 sq um.
- Leaving out fill and tap cells, the most frequent cell in the layout is sky130_fd_sc_hd__dfxtp_1.
- The post-route utilization of the core is recorded as 14.87%.
- Of the cells placed in the final design, the portion with a size suffix greater than 1 is 5.556%.
- The run puts the count of filler cells inserted in the layout at 1109.
- The run gives the area used by sequential logic in the layout as 565.5 sq um.
- The run gives the synthesis-to-layout area growth as 20.54%.
- In the layout the commonest cells are 27 x sky130_fd_sc_hd__dfxtp_1, 20 x sky130_fd_sc_hd__nor2_1, 11 x sky130_fd_sc_hd__xnor2_1, 8 x sky130_fd_sc_hd__a21oi_1.
- The run gives the number of cells in the finished layout apart from fillers as 277.

Placed design:
- The run puts the cell area after placement at 1399 sq um.
- The run gives the post-detailed-placement half-perimeter wirelength as 1496 microns.
- The run gives the final weighted congestion of routability-driven global placement as ~0.79.
- The run gives the post-place setup slack as 1.232 ns.
- The run gives the number of cells after detailed placement as 273.
- The run gives the number of buffers inserted by port buffering as 3.

Detailed routing:
- The run gives the iteration count of the initial detailed-routing pass as 4.
- The run gives the average wire per standard cell as 7.408 microns.
- The run puts the remaining number of nets flagged by the antenna check after routing at 0.
- The run gives the number of vias after detailed routing as 912.
- The run puts the routed wire length at 2052 microns.
- The run puts the DRC violations left at 0.
- The run gives the via-per-instance ratio as 3.292.
- In this run, the number of DRC markers left after iteration 0 of detailed routing was 57.
- The routed design ends up with an antenna cell count of 0.

Global routing:
- Entering global routing, the biggest net connects 20 pins.
- The run gives the initial antenna violation count as 0.
- The run puts the remaining global-route overflow at 0.
- The first global-routing pass estimated 3643 microns of wire.
- The number of global-route vias before repair was ~800.
- The run puts the aggregate global-route resource usage at 2.885%.

Pwr:
- The highest supply drop recorded on VDD is roughly 0.14 mV.
- Power comes to 547.8 uW.
- The analysis attributes to cell leakage a power of 0.3965 nW.
- The report lists the power per cell area as between 300 and 400 nW/um^2.

Run:
- In this run the tools logged warnings totalling 25.
- The run puts the max capacitance violation total at 0.
==> synth_stat cells (all sizes together) (4+ instances only) <==
| cell | n |
|---|---|
| or3 | 5 |
| dfxtp | 27 |
| nand2 | 7 |
| o31ai | 5 |
| or4 | 4 |
| nor4 | 4 |
| a21oi | 8 |
| xnor2 | 11 |
| nor2 | 20 |
| nor3 | 5 |
| nand3 | 10 |
| inv | 7 |
==> registers in the layout, summed over array words and instances (netlist names) <==
name        count
u1.counter     25
q               1
u1.clk_out      1
u2.q            1
==> per-layer routing <==
metal / vias up / global-route usage (%) / routed length, microns
li1: 488 / - / -
met1: 413 / 3.965 / 1122
met2: 11 / 4.436 / 847
met3: 0 / 0.9995 / 82
met4: 0 / 0.3017 / 0
met5: - / 0 / 0
==> path summary, 6_finish.rpt <==
check,cells past startpoint,end,slack (ns),startpoint
hold / removal,1,u1.counter[0]$_SDFF_PP0_,0.47,u1.counter[0]$_SDFF_PP0_
setup / recovery,5,u1.counter[20]$_SDFF_PP0_,1.24,u1.counter[0]$_SDFF_PP0_
hold reg to reg,1,u1.counter[0]$_SDFF_PP0_,0.47,u1.counter[0]$_SDFF_PP0_
setup reg to reg,5,u1.counter[20]$_SDFF_PP0_,1.24,u1.counter[0]$_SDFF_PP0_
==> cell type report <==
cell class	count	area share [%]
Tap cell	133	11.45
Multi-Input combinational cell	102	42.00
Sequential cell	28	38.90
Timing Repair Buffer	3	2.065
Inverter	7	1.807
Clock buffer	4	3.787
==> where the power goes <==
| part | total [mW] | leakage (nW) | internal (mW) | switching [mW] |
|---|---|---|---|---|
| Sequential | 0.329 | 0.231 | 0.328 | 0.00110 |
| Clock | 0.211 | 0.0288 | 0.110 | 0.101 |
| Combinational | 0.00791 | 0.137 | 0.00392 | 0.00399 |
| Total | 0.548 | 0.396 | 0.441 | 0.106 |
==> kinds of logic after synthesis <==
logic type	Yosys count
simple gates	64
flops	28
compound gates	19
xor+xnor	14
buf+inv	10
fa+ha+maj	1
other cells	1
Power figures rest on the tool's default switching activity, not on a simulated workload.
